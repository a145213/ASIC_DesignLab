**design/flow/design.v**
```verilog
module flex_counter
#(
  parameter NUM_CNT_BITS = 4
)
(
  input wire clk,
  input wire n_rst,
  input wire clear,
  input wire count_enable,
  input reg [NUM_CNT_BITS - 1:0] rollover_val,
  output reg [NUM_CNT_BITS - 1:0] count_out,
  output reg rollover_flag
);
reg [NUM_CNT_BITS - 1:0] n_count_out;
reg n_rollover_flag;
always_comb
begin
  n_count_out = count_out;
  n_rollover_flag = 0;
  if (clear == 1'b1)
  begin
    n_count_out = 0;
    n_rollover_flag = 0;
  end
  else
    if (count_enable == 1'b1)
      begin
	 if (rollover_val == count_out + 1'b1)
	   begin
              n_rollover_flag = 1'b1;
	   end    
	 n_count_out = count_out + 1'b1;  
	 if(count_out == rollover_val)
	   begin
              n_count_out = 1;
              n_rollover_flag = 0;
	   end
      end
end
always_ff @ (posedge clk, negedge n_rst)
begin
  if (n_rst == 1'b0 ) 
    begin
      count_out <= '0;
      rollover_flag <= 0;
    end
  else
    begin
    rollover_flag <= n_rollover_flag;
    count_out <= n_count_out;
    end
end
endmodule
module timer (
  input wire clk,
  input wire n_rst,
  input wire enable_timer,
  output wire shift_strobe,
  output wire packet_done
);
reg [3:0] count_out1;
reg [3:0] count_out2;
reg clk_rollover_flag;
reg bit_rollover_flag;
assign shift_strobe = clk_rollover_flag;
assign packet_done = bit_rollover_flag;
flex_counter #(4) CLK_CNT (.clk(clk), 
	                    .n_rst(n_rst), 
	                    .clear(bit_rollover_flag), 
	                    .count_enable(enable_timer), 
	                    .rollover_val(4'b1010), 
	                    .count_out(count_out1), 
	                    .rollover_flag(clk_rollover_flag)
	                    );
flex_counter #(4) BIT_CNT (.clk(clk), 
	                    .n_rst(n_rst), 
	                    .clear(bit_rollover_flag), 
	                    .count_enable(clk_rollover_flag), 
	                    .rollover_val(4'b1001), 
	                    .count_out(count_out2), 
	                    .rollover_flag(bit_rollover_flag)
	                    );
endmodule
```
**design/flow/run.sh**
```bash
#!/bin/bash
# OpenROAD 26Q1-2900-gdf79404cd8, Yosys 0.63+post, stock flow scripts
make -C /OpenROAD-flow-scripts/flow DESIGN_CONFIG=/design/flow/config.mk WORK_HOME=/design/flow/orfs finish
```
**design/flow/config.mk**
```make
export PLATFORM = sky130hd
export DESIGN_NAME = timer
export DESIGN_NICKNAME = timer
export VERILOG_FILES = /design/flow/design.v
export SDC_FILE = /design/flow/constraint.sdc
export NUM_CORES = 4
export LEC_CHECK = 1
export CORE_AREA = 10 10 70 70
export DIE_AREA = 0 0 80 80
```
**design/flow/constraint.sdc**
```tcl
current_design timer

set clk_period 2.2
set clk_io_pct 0.2

create_clock -name clk0 -period $clk_period [get_ports {clk}]

set non_clock_inputs [all_inputs -no_clocks]
set_input_delay [expr $clk_period * $clk_io_pct] -clock clk0 $non_clock_inputs
set_output_delay [expr $clk_period * $clk_io_pct] -clock clk0 [all_outputs]
```
==> flow_summary.json <==
{
  "ys_cells": 53,
  "clock_sink_count": 10,
  "slew-limit-headroom_pct": 70.7,
  "worst_clock_skew_ps": 3.65,
  "place_inst": 102,
  "antenna_found_initial": 0,
  "syn_area_um2": 513,
  "fp-row-count": 21,
  "synth_top_flop_cell": "dfrtp_1",
  "seq_area_frac_synth_pct": 48.8,
  "ir_drop_v": 0.000551,
  "drt-wirelength-per-cell_um": 8.97,
  "setup_viol_count_final": 0,
  "grt_max_degree": 12,
  "fp_util_pct": 15.0,
  "drc": 0,
  "outcome": "completed",
  "die_h_um": 80,
  "final_cells": 106,
  "fin_util_pct": 18.6,
  "crit_chain": "clkdlybuf4s50_1",
  "core_um2": 3420,
  "dieWidth_um": 80,
  "warnings": 27,
  "power_mw": 0.732,
  "tightestPinTransition_ps": 438,
  "edf_count": 0,
  "synthTopCellsByCount": "10 x dfrtp_1, 5 x nand2_1",
  "htreeDepth": 1,
  "crit_family": "buffers and inverters",
  "antennaDiodeCount": 0,
  "overflow": 0,
  "hold_class": "input port to asynchronous set/reset pin",
  "crit_arrival_ps": 1360,
  "startpoint": "BIT_CNT.rollover_flag",
  "placed_cell_area_um2": 599,
  "drv_cap": 0,
  "cp-start-kind": "register",
  "period_used_pct": 81.8,
  "cp_max_fo": 11,
  "yosysTopAreaCell": "dfrtp_1",
  "fill_cells": 379,
  "gp_congestion": 0.786,
  "drv_slew": 0,
  "vias": 389,
  "top_area_share_pct": 48.8,
  "clock_latency_ps": 260,
  "hold_viol": 0,
  "synthDistinctLibCells": 19,
  "finalWirelength_um": 951,
  "avgSynthCellArea_um2": 9.68,
  "cts_tree": "done",
  "drive_above_1_share_pct": 6.67,
  "critPathCaptureType": "primary output",
  "period_minus_slack_ps": 1800,
  "path_buffers": 1,
  "areaGrowthSynthToFinish_pct": 23.9,
  "design_area_um2": 636,
  "r2r_setup_slack_ps": 1040,
  "post_cts_resized": 0,
  "fmaxAchievable_ghz": 0.555,
  "grt_usage_pct": 3.20,
  "post-dp-hpwl_um": 660,
  "max_stage_delay_ps": 550,
  "dr.pass1.iters": 4,
  "place_ws_ps": 620,
  "setup_tns_ps": 0,
  "critical_path_class": "register to primary output",
  "drtAntennaViolNets": 0,
  "yosysChipArea_um2": 513,
  "worst_r2r_startpoint": "BIT_CNT.count_out[0]",
  "cts-hold-fix-buffers": 0,
  "cpMaxStageDelayCell": "clkdlybuf4s50_1",
  "top_cell": "dfrtp_1",
  "die_area_um2": 6400,
  "rsz0062_at_grt": "false",
  "setup_slack_ps": 400,
  "clock-root-buffer": "clkbuf_4",
  "clock_path_buffers": 2,
  "synth_cells": 53,
  "io_pins": 5,
  "cts_buffers": 3,
  "power_density_nw_per_um2": 1150,
  "synth_warnings": 1,
  "drtIter0Drc": 50,
  "leakagePower_nw": 0.262,
  "post_cts_buffers": 0,
  "grt_pass1_wl_um": 1680,
  "async_flop_share_pct": 100,
  "holdWs_ps": 480,
  "grt_pass1_vias": 370,
  "top_cells_by_area": "dfrtp_1 49%, ha_1 7.3%, nand2b_1 4.9%",
  "cp.required_ps": 1760,
  "clk_pin_slew_ps": 70,
  "port_buffers": 4,
  "routed_via_density": 3.67,
  "numSynthFlops": 10
}
==> layer usage <==
metal / vias to the layer above / GRT usage [%] / share of wire [%]
li1: 195 / - / -
met2: 10 / 4.01 / 38
met5: - / 0 / 0
met4: 0 / 0.528 / 1.3
met3: 2 / 1.59 / 5.7
met1: 182 / 4.77 / 55
==> power by group <==
group          internal [mW]  switching [mW]
clock network          0.100          0.0654
logic                  0.110           0.113
registers              0.257          0.0865
==> layout make-up <==
cell class	instances	area [um2]	share of cell area (%)
Inverter	4	15.0	2.36
Clock buffer	4	36.3	5.71
Timing Repair Buffer	4	40.0	6.30
Sequential cell	10	250	39.4
Multi-Input combinational cell	38	236	37.2
Tap cell	46	57.6	9.06
==> logic make-up after synthesis <==
| kind of cell | after synthesis | share of synthesized area, % |
|---|---|---|
| simple gates | 21 | 21.5 |
| compound gates | 11 | 12.2 |
| flops | 10 | 48.8 |
| buf+inv | 5 | 5.12 |
| xor+xnor | 3 | 5.12 |
| fa+ha+maj | 3 | 7.32 |
==> flip-flops by register name (all words and copies together) (netlist names) <==
name and count:
BIT_CNT.count_out 4, CLK_CNT.rollover_flag 1, BIT_CNT.rollover_flag 1, CLK_CNT.count_out 4
==> layout by cell type, fill, tap and decap left out <==
cell type and count:
ha_1 3, clkbuf_8 1, a21oi_1 4, o21bai_1 1, dfrtp_1 10, xor2_1 2
nor3_1 2, nor4_1 1, o21ai_0 4, nand2b_1 4, nand3_1 3, nand2_1 5
xnor2_1 1, a31oi_1 1, nor2_1 3, inv_1 4, a211o_1 1, nand3b_1 2
clkbuf_4 3, clkdlybuf4s50_1 4, nand4b_1 1
==> path summary, 6_finish.rpt <==
check	end	cells past startpoint
setup reg to reg	BIT_CNT.rollover_flag	4
setup / recovery	packet_done	1
max in group asynchronous	CLK_CNT.count_out[0]	1
hold reg to reg	CLK_CNT.rollover_flag	1
hold / removal	BIT_CNT.count_out[1]	1
min in group clk0	CLK_CNT.rollover_flag	1
No activity file was given, so power comes from the tool's default toggle rates.
