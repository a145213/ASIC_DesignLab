$ cat config.mk
export PLATFORM = sky130hd
export DESIGN_NAME = controller
export DESIGN_NICKNAME = controller
export VERILOG_FILES = /design/flow/design.v
export SDC_FILE = /design/flow/constraint.sdc
export NUM_CORES = 4
export LEC_CHECK = 1
export CORE_AREA = 10 10 70 70
export DIE_AREA = 0 0 80 80
$ cat run.sh
#!/bin/bash
# OpenROAD 26Q1-2900-gdf79404cd8, Yosys 0.63+post, stock flow scripts
make -C /OpenROAD-flow-scripts/flow DESIGN_CONFIG=/design/flow/config.mk WORK_HOME=/design/flow/orfs finish
$ cat design.v
module controller (
  input wire clk,
  input wire n_reset,
  input wire dr,
  input wire overflow,
  output reg cnt_up,
  output wire modwait,
  output reg [1:0] op,
  output reg [3:0] src1,
  output reg [3:0] src2,
  output reg [3:0] dest,
  output reg err
);
typedef enum bit [3:0] {
  st_store, 
  st_idle, 
  st_eidle,
  st_sort1, 
  st_sort2,
  st_sort3,
  st_sort4,
  st_add1,
  st_add2,
  st_add3
} stateType;
stateType cur_state;
stateType nxt_state;
reg mod_wait;
reg nxt_modwait;
assign modwait = mod_wait;
always_ff @ (negedge n_reset, posedge clk)
begin : REG_LOGIC
  if (1'b0 == n_reset)
  begin
    cur_state <= st_idle;
    mod_wait <= 1'b0;
  end
  else
  begin
    cur_state <= nxt_state;
    mod_wait <= nxt_modwait;
  end
end
always_comb
begin : NXT_LOGIC
  cnt_up = 1'b0;
  src1 = 4'b0000;
  src2 = 4'b0000;
  dest = 4'b0000;
  err = 1'b0;
  op = 2'b00;
  nxt_state = cur_state;
  nxt_modwait = mod_wait;
  case(cur_state)
    st_store:
      begin
        cnt_up = 1'b0;
        src1 = 4'b1000;
        src2 = 4'b1000;
        dest = 4'b0111;
        err = 1'b0;
        op = 2'b10;
        if(dr == 1) begin
          nxt_state = st_sort1;
          nxt_modwait = 1'b1;
          end
        else begin  
          nxt_state = st_eidle;
          nxt_modwait = 1'b0;
        end
      end
    st_idle:
      begin
        cnt_up = 1'b0;
        src1 = 4'b1000;
        src2 = 4'b1000;
        dest = 4'b1000;
        err = 1'b0;
        op = 2'b00;
        if(dr == 1) begin
          nxt_state = st_store;
          nxt_modwait = 1'b1;
          end
      end 
    st_eidle:
      begin
        cnt_up = 1'b0;
        src1 = 4'b1000;
        src2 = 4'b1000;
        dest = 4'b1000;
        err = 1'b1;
        op = 2'b00;
        if(dr == 1) begin
          nxt_state = st_store;
          nxt_modwait = 1'b1;
          end
      end 
    st_sort1:
      begin
        cnt_up = 1'b1;
        src1 = 4'b0100;
        src2 = 4'b1000;
        dest = 4'b0011;
        err = 1'b0;
        op = 2'b01;
        nxt_state = st_sort2;
        nxt_modwait = 1'b1;
      end
    st_sort2:
      begin
        cnt_up = 1'b0;
        src1 = 4'b0101;
        src2 = 4'b1000;
        dest = 4'b0100;
        err = 1'b0;
        op = 2'b01;
        nxt_state = st_sort3;
        nxt_modwait = 1'b1;
      end 
    st_sort3:
      begin
        cnt_up = 1'b0;
        src1 = 4'b0110;
        src2 = 4'b1000;
        dest = 4'b0101;
        err = 1'b0;
        op = 2'b01;
        nxt_state = st_sort4;
        nxt_modwait = 1'b1;
      end
    st_sort4:
      begin
        cnt_up = 1'b0;
        src1 = 4'b0111;
        src2 = 4'b1000;
        dest = 4'b0110;
        err = 1'b0;
        op = 2'b01;
        nxt_state = st_add1;
        nxt_modwait = 1'b1;
      end
    st_add1:
      begin
        cnt_up = 1'b0;
        src1 = 4'b0011;
        src2 = 4'b0100;
        dest = 4'b0001;
        err = 1'b0;
        op = 2'b11;
        if (overflow == 0) begin
          nxt_state = st_add2;
          nxt_modwait = 1'b1;
          end
        else begin
          nxt_state = st_eidle;
          nxt_modwait = 1'b0;
        end
      end
    st_add2:
      begin
        cnt_up = 1'b0;
        src1 = 4'b0101;
        src2 = 4'b0110;
        dest = 4'b0010;
        err = 1'b0;
        op = 2'b11;
        if (overflow == 0) begin
          nxt_state = st_add3;
          nxt_modwait = 1'b1;
          end
        else begin
          nxt_state = st_eidle;
          nxt_modwait = 1'b0;
        end
      end
    st_add3:
      begin
        cnt_up = 1'b0;
        src1 = 4'b0001;
        src2 = 4'b0010;
        dest = 4'b0000;
        err = 1'b0;
        op = 2'b11;
        if (overflow == 0) begin
          nxt_state = st_idle;
          nxt_modwait = 1'b0;
          end
        else begin
          nxt_state = st_eidle;
          nxt_modwait = 1'b0;
        end
      end
    endcase
  end
endmodule
$ cat constraint.sdc
current_design controller

set clk_period 2.8
set clk_io_pct 0.2

create_clock -name clk0 -period $clk_period [get_ports {clk}]

set non_clock_inputs [all_inputs -no_clocks]
set_input_delay [expr $clk_period * $clk_io_pct] -clock clk0 $non_clock_inputs
set_output_delay [expr $clk_period * $clk_io_pct] -clock clk0 [all_outputs]
==> results_tabular.tex <==
% Synthesis and place-and-route results
\begin{tabular}{lr}
\hline
Metric & Value \\
\hline
\multicolumn{2}{l}{\textbf{Synthesis}} \\
\quad Xor/xnor share & 0\% \\
\quad Top comb family, area & simple AND/OR/NAND/NOR gates \\
\quad Compound-Gate Fraction of Synth Area & under 10\% \\
\quad Adder-cell share of the synthesized area & 0\% \\
\quad Synth top cells by count & sky130\_fd\_sc\_hd\_\_dfrtp\_1, sky130\_fd\_sc\_hd\_\_or2\_2, sky130\_fd\_sc\_hd\_\_nor2b\_1 \\
\quad Primary FF master, synth & sky130\_fd\_sc\_hd\_\_dfrtp\_1 \\
\quad Library cell occupying the most area in the post-synthesis netlist & sky130\_fd\_sc\_hd\_\_dfrtp\_1 \\
\quad Top-area cell type share of the netlist area & 51.15\% \\
\quad Synthesized instance count & about 44 \\
\quad Yosys chip area & around 490 um2 \\
\quad Cell count listed in synth\_stat.txt & about 44 \\
\quad Post-synth ARST share & 100.0\% \\
\quad Synthesized area & 489.2 um2 \\
\quad Number of register bits inferred by synthesis & 11 \\
\quad Yosys cell types & 20 \\
\quad Post-synth tally of flip-flops with integrated enable & 0 \\
\quad Warnings, synthesis & 1 \\
\quad Portion of netlist area occupied by mux cells & 0\% \\
\quad Average footprint of a synthesized cell & 11.12 um2 \\
\quad Sequential share of the synthesized area & 56.52\% \\
\quad Biggest area cells & sky130\_fd\_sc\_hd\_\_dfrtp\_1, sky130\_fd\_sc\_hd\_\_or2\_2, sky130\_fd\_sc\_hd\_\_dfstp\_2 \\
\quad Basic Gates by Area & 29.41\% \\
\quad Most used standard cell by instance count after synthesis & sky130\_fd\_sc\_hd\_\_dfrtp\_1 \\
\multicolumn{2}{l}{\textbf{Clock network}} \\
\quad Clock transition at the register clock pins on the worst setup and hold paths after CTS & 0.06 ns \\
\quad Hold Buf Count CTS & 0 \\
\quad Number of buffers between clock root and the deepest sink & 2 \\
\quad Latest clock arrival within the worst-skew pair & roughly 0.26 ns \\
\quad TritonCTS clock tree & built \\
\quad Post-CTS Setup Inserts & 0 \\
\quad Num CTS Buffers & 3 \\
\quad Number of levels the H-tree was split into & 1 \\
\quad Cts repair resizes & 0 \\
\quad \# clock sinks & 11 \\
\quad Clk Tree Root Cell & sky130\_fd\_sc\_hd\_\_clkbuf\_4 \\
\multicolumn{2}{l}{\textbf{Floorplanning}} \\
\quad Standard cell core area & roughly 3400 um2 \\
\quad Initial core utilization & between 10\% and 20\% \\
\quad I/O pin count & 21 \\
\quad Cell Rows & 21 \\
\quad Die height & $\sim$80 um \\
\quad Full die area & approximately 6400 um2 \\
\quad Floorplan die width & about 80 um \\
\multicolumn{2}{l}{\textbf{Final layout}} \\
\quad Area overhead of the layout relative to synthesis & 54.48\% \\
\quad Fillcell total & about 360 \\
\quad Multi-input gate area in the final layout & slightly below 200 um2 \\
\quad Final design utilization & between 20\% and 30\% \\
\quad Area occupied by registers & $\sim$280 um2 \\
\quad Fraction of final layout cells with drive strength greater than 1 & around 23\% \\
\quad Non-Filler Cell Area, Final & roughly 760 um2 \\
\quad Tally of non-filler cells in the final layout & approximately 110 \\
\multicolumn{2}{l}{\textbf{Pwr}} \\
\quad Power, Total & between 0.4 and 0.5 mW \\
\quad Largest voltage drop on the vdd net & $\sim$0.24 mV \\
\quad Clock network fraction of total power & between 20\% and 30\% \\
\quad Power density of the placed cells & around 580 nW/um2 \\
\quad Cell-internal power & roughly 0.34 mW \\
\quad P\_sw & 0.1005 mW \\
\quad Leakage power & $\sim$0.35 nW \\
\quad Share of total power in sequential cells & a little over two fifths \\
\quad Switching part of the total power & between 20\% and 30\% \\
\quad Gate power share & roughly a third \\
\multicolumn{2}{l}{\textbf{Detailed routing}} \\
\quad Wire length per cell after detailed routing & 11.63 um \\
\quad Number of design-rule violations left by the first detailed-router iteration & 20 \\
\quad Routed WL & 1.302 mm \\
\quad Final ANT Viol Nets & 0 \\
\quad Vias per cell & roughly 3.6 \\
\quad Antenna diodes & 0 \\
\quad Vias & slightly above 400 \\
\quad Detailed-router iteration count before antenna repair & 4 \\
\quad DRC violations left & 0 \\
\multicolumn{2}{l}{\textbf{Global route}} \\
\quad First-pass GRT wire length & about 2.1 mm \\
\quad Pin count of the biggest net entering global routing & 12 \\
\quad Aggregate global routing overflow & 0 \\
\quad Vias in the first global route & 402 \\
\quad Overall global routing resource usage & under 10\% \\
\quad Antenna violations before repair & 0 \\
\multicolumn{2}{l}{\textbf{Place}} \\
\quad HPWL after detailed placement & around 1.0 mm \\
\quad Total cell area at the placement stage & 729.5 um2 \\
\quad RD Place Congestion & $\sim$0.84 \\
\quad Number of I/O port buffers & 19 \\
\quad Post-placement setup slack & between 0.5 and 0.6 ns \\
\quad Cells after DPL & $\sim$110 \\
\multicolumn{2}{l}{\textbf{Final timing}} \\
\quad Minimum period implied by the final worst setup slack & around 2.6 ns \\
\quad Clock skew after layout & roughly 0.00072 ns \\
\quad Total setup violations reported at the end of the flow & 0 \\
\quad Min setup slack post-route & 0.2415 ns \\
\quad Maximum clock rate & a little under 0.4 GHz \\
\quad Final count of pins violating max slew & 0 \\
\quad Unrepaired setup endpoints after global routing & false \\
\quad Hold Slack & 0.4302 ns \\
\quad Final hold violations & 0 \\
\quad Summed negative setup slack over all endpoints & 0 ns \\
\quad Final period util & between 90\% and 100\% \\
\multicolumn{2}{l}{\textbf{Worst setup path}} \\
\quad Data arrival at the endpoint of the critical path & $\sim$2.0 ns \\
\quad Type of destination of the critical path & output pin \\
\quad Startpoint kind of the worst setup timing path & flip-flop \\
\quad Kind of critical path & reg2out \\
\quad Worst-path fanout max & 7 \\
\quad Required arrival time at the worst endpoint & approximately 2.2 ns \\
\multicolumn{2}{l}{\textbf{Flow run}} \\
\quad Count of warning messages emitted by the tools & 25 \\
\quad Count of maximum capacitance violations & 0 \\
\multicolumn{2}{l}{\textbf{Min path}} \\
\quad Worst min-delay path category & reg2reg \\
\multicolumn{2}{l}{\textbf{Status}} \\
\quad Status & complete, no violations \\
\hline
\end{tabular}
-- metal layers --
metal / vias up / track usage [%] / routed length [um]
met4: 0 / 0.5282 / 10
met5: - / 0 / 0
li1: 197 / - / -
met2: 20 / 4.815 / 458
met1: 189 / 5.400 / 572
met3: 2 / 3.523 / 261
-- worst paths after layout --
path                               from           end  slack (ns)  depth (start not counted)
setup / recovery           cur_state[2]       src1[0]        0.24                          3
hold / removal             cur_state[3]  cur_state[7]        0.43                          0
setup reg to reg           cur_state[5]      mod_wait        1.16                          3
hold reg to reg            cur_state[3]  cur_state[7]        0.43                          0
max in group asynchronous       n_reset  cur_state[0]        1.82                          1
min in group asynchronous       n_reset  cur_state[4]        0.63                          1
-- registers in the layout, summed over array words and instances (netlist names) --
register,count
cur_state,10
mod_wait,1
-- cell usage in the layout, fill, tap and decap left out, drive strengths merged --
cell | synthesis | routed
o21ai | 1 | 1
nand2 | 1 | 1
clkbuf | 0 | 4
o31ai | 1 | 1
conb | 1 | 1
clkdlybuf4s50 | 0 | 19
nor2 | 2 | 2
or2 | 6 | 6
and2 | 1 | 1
dfrtp | 10 | 10
o22ai | 1 | 1
dfstp | 1 | 1
inv | 3 | 3
or3 | 4 | 4
o21bai | 1 | 1
o32a | 2 | 2
nor2b | 4 | 4
or4 | 4 | 4
-- power groups by stage --
stage     clock network, mW  logic, mW  registers, mW
4_1_cts               0.107      0.155          0.187
5_1_grt               0.115      0.169          0.190
6_report              0.103      0.151          0.187
-- cell families (layout without fill, tap and decap cells) --
family          after synthesis  in the layout
other cells                   1              1
flops                        11             11
buf+inv                       4             26
simple gates                 22             22
compound gates                6              6
-- worst max-delay path: stages, from the launching register on --
cell                              delay, ns
sky130_fd_sc_hd__dfrtp_1               0.43
sky130_fd_sc_hd__or3_1                 0.47
sky130_fd_sc_hd__or3_2                 0.42
sky130_fd_sc_hd__clkdlybuf4s50_1       0.42
-- final cells by class --
type,count,area share (%)
Sequential cell,11,36.59
Tap cell,46,7.616
Clock buffer,4,3.477
Timing Repair Buffer,19,25.17
Multi-Input combinational cell,29,25.66
Inverter,3,1.490
Power and IR drop assume default switching activity.
