--- run.sh ---
#!/bin/bash
# OpenROAD 26Q1-2900-gdf79404cd8, Yosys 0.63+post, stock flow scripts
make -C /OpenROAD-flow-scripts/flow DESIGN_CONFIG=/design/flow/config.mk WORK_HOME=/design/flow/orfs finish
--- config.mk ---
export PLATFORM = sky130hd
export DESIGN_NAME = adder_16bit
export DESIGN_NICKNAME = adder_16bit
export VERILOG_FILES = /design/flow/design.v
export SDC_FILE = /design/flow/constraint.sdc
export NUM_CORES = 4
export LEC_CHECK = 1
export CORE_AREA = 10 10 73 73
export DIE_AREA = 0 0 83 83
--- constraint.sdc ---
current_design adder_16bit

set clk_period 5.4
set clk_io_pct 0.2

create_clock -name clk0 -period $clk_period

set non_clock_inputs [all_inputs -no_clocks]
set_input_delay [expr $clk_period * $clk_io_pct] -clock clk0 $non_clock_inputs
set_output_delay [expr $clk_period * $clk_io_pct] -clock clk0 [all_outputs]
--- design.v ---
module adder_1bit
(
  input wire a,
  input wire b,
  input wire carry_in,
  output wire sum,
  output wire carry_out
);
assign sum = carry_in ^ (a ^ b);
assign carry_out = ((~carry_in) & b & a) | (carry_in & (b | a));
endmodule
module adder_nbit
#(
  parameter BIT_WIDTH = 4
)
(
  input wire [(BIT_WIDTH - 1):0] a,
  input wire [(BIT_WIDTH - 1):0] b,
  input wire carry_in,
  output wire [(BIT_WIDTH - 1):0] sum,
  output wire overflow
);
wire [BIT_WIDTH:0] carrys;
genvar i;
assign carrys[0] = carry_in;
generate
  for(i = 0; i <= BIT_WIDTH - 1; i = i+1)
  begin
    adder_1bit IX (.a(a[i]), .b(b[i]), .carry_in(carrys[i]), .sum(sum[i]), .carry_out(carrys[i+1]));
  end
endgenerate
assign overflow = carrys[BIT_WIDTH];
endmodule
module adder_16bit
(
	input wire [15:0] a,
	input wire [15:0] b,
	input wire carry_in,
	output wire [15:0] sum,
	output wire overflow
);
	adder_nbit #(16) IX (a, b, carry_in, sum, overflow);
endmodule
==> qor.rpt <==
SYNTH
--------------------------------------------------------------------------------
Top cell type by total area after synthesis                         sky130_fd_sc_hd__fa_1
Yosys stat cell total                                                         32
Area figure in the yosys stat output                                   440 sq um
Synthesized instance count                                                    32
Dominant cell area share                                                   72.7%
Post-synthesis instance area                                           440 sq um
Library cells used by synthesis                                                2
Avg Inst Size Synth                                                   13.8 sq um
Top cells by area                                                   sky130_fd_sc_hd__fa_1 73%, sky130_fd_sc_hd__buf_4 27%
Synth warnings                                                                 0
Seq share, synth                                                              0%
Top post-synthesis cells by count                                   16 x sky130_fd_sc_hd__buf_4, 16 x sky130_fd_sc_hd__fa_1

STA
--------------------------------------------------------------------------------
Transition time at the pin with the least slew margin                   0.118 ns
Total count of hold-check failures in the final report                         0
Max Fclk                                                               0.123 GHz
Number of failing setup endpoints in the final timing report                   9
Fraction of the cycle the final worst path needs                            151%
Min cycle time layout                                                    8.13 ns
Headroom to the max-slew limit                                             92.1%
Setup repair after global routing missed its margin                          yes
TNS Setup                                                              -14.70 ns
Setup slack of the critical path after layout                           -2.73 ns
Max Slew Vio Count                                                             0

FLOORPLANNING
--------------------------------------------------------------------------------
Vertical die dimension                                                83 microns
Core utilization before placement                                          11.8%
Area inside the core boundary                                         3740 sq um
I/O Pins                                                                      50
Std cell rows                                                                 22
Die area                                                              6890 sq um
Die outline width                                                     83 microns

RUN STATUS
--------------------------------------------------------------------------------
Violations in the final reports                                     negative setup slack
Result of the run                                                   complete, but fails checks

LAYOUT
--------------------------------------------------------------------------------
Layout clock buffer count                                                      0
Ratio of cells with drive above 1 in the final layout                      43.9%
Final instance count without filler cells                                    114
Area added between synthesis and finish                                    96.6%
Number of filler cells placed in the layout                                  406
Flip-flops                                                                     0
Register area                                                            0 sq um
Fin util                                                                   23.1%

GRT
--------------------------------------------------------------------------------
Via count of the first global-routing pass                                   456
First-pass GRT wire length                                          2480 microns
Maximum number of pins on one net before global-route repair                   2
Number of antenna violations at the first check in global routing              0
GRT overflow                                                                   0
All-Layer GR Usage                                                         4.35%

DETAILED ROUTING
--------------------------------------------------------------------------------
Wire length after detailed routing                                  1530 microns
Vias per std cell                                                           3.11
Diode insertion count for antenna repair                                       0
Drt first-iter violations                                                      0
Final routed DRC violation total                                               0
Total via count after detailed routing                                       354
Mean routed wirelength per cell                                     13.5 microns
Total iterations of the first detailed-routing run                             1
Antenna-violating nets left                                                    0

POWER AND IR DROP
--------------------------------------------------------------------------------
Cell area power density                                             96.5 nW/um^2
Leakage power of the design                                             0.306 nW
Worst vdd ir                                                           0.0275 mV
Overall Power                                                          0.0835 mW

PLACEMENT
--------------------------------------------------------------------------------
PortBufs                                                                      50
Placer's final routability congestion estimate                             0.838
Place WS                                                                -3.45 ns
Cell Count Post-Placement                                                    114

SETUP PATH
--------------------------------------------------------------------------------
Arrival time at the worst endpoint                                       7.05 ns
Data required time at the worst endpoint                                 4.32 ns
Largest fanout of any net on the critical path                                 1
Kind of launch point of the worst setup path                           input pin
Type of element capturing the critical path                           output pin
Critical path start-end classification                                 in -> out

MIN PATH
--------------------------------------------------------------------------------
Class of the worst hold path                                           in -> out

JOB
--------------------------------------------------------------------------------
Number of warnings the tools reported                                         35
Max-cap viol count                                                             0

CLOCK NETWORK
--------------------------------------------------------------------------------
Hold_buf cts                                                                   0
Post CTS Setup Buffer Count                                                    0

-- routing by layer --
metal | GRT usage [%] | part of all wire (%)
met3 | 4.63 | 27
met1 | 5.35 | 41
met4 | 0 | 0
met5 | 0 | 0
met2 | 5.38 | 32
-- report_power, final --
part           internal, mW  switching (mW)  total, mW
Clock                     0               0          0
Sequential                0               0          0
Combinational        0.0588          0.0247     0.0835
Total                0.0588          0.0247     0.0835
-- final timing paths --
| check | slack [ns] | depth (start not counted) | to | start |
|---|---|---|---|---|
| worst max-delay path | -2.73 | 18 | sum[15] | a[0] |
| worst min-delay path | 2.86 | 3 | sum[0] | carry_in |
-- stage by stage --
| step | hold slack (ns) | cell area [sq um] |
|---|---|---|
| floorplan | 2.27 | 478 |
| global placement | 3.28 | 918 |
| detailed placement | 3.29 | 918 |
| CTS | 2.89 | 860 |
| global route | 2.88 | 866 |
| finish | 2.86 | 866 |
-- cells in the final DEF (no fill, tap or decap) --
cell type and n:
sky130_fd_sc_hd__dlygate4sd2_1 2, sky130_fd_sc_hd__buf_2 11, sky130_fd_sc_hd__clkdlybuf4s50_1 35, sky130_fd_sc_hd__buf_6 2, sky130_fd_sc_hd__fa_2 16
-- cell type report --
class,count,area [sq um],area share (%)
tap,48,60.1,6.94
timing repair buffer,50,445,51.4
multi-input combinational,16,360,41.6
-- worst max-delay path, cell delays in order --
cell,delay (ns)
sky130_fd_sc_hd__buf_6,0.09
sky130_fd_sc_hd__fa_2,0.39
sky130_fd_sc_hd__fa_2,0.37
sky130_fd_sc_hd__fa_2,0.35
sky130_fd_sc_hd__fa_2,0.35
sky130_fd_sc_hd__fa_2,0.34
sky130_fd_sc_hd__fa_2,0.34
sky130_fd_sc_hd__fa_2,0.34
sky130_fd_sc_hd__fa_2,0.35
sky130_fd_sc_hd__fa_2,0.34
sky130_fd_sc_hd__fa_2,0.35
sky130_fd_sc_hd__fa_2,0.35
sky130_fd_sc_hd__fa_2,0.35
sky130_fd_sc_hd__fa_2,0.34
sky130_fd_sc_hd__fa_2,0.35
sky130_fd_sc_hd__fa_2,0.34
sky130_fd_sc_hd__fa_2,0.52
sky130_fd_sc_hd__buf_2,0.09
-- repair_timing --
| action | in CTS | in global routing |
|---|---|---|
| pin swaps | 16 | 16 |
| hold endpoints to repair | 0 | 0 |
| cloned | 0 | 0 |
| endpoints found under the setup margin | 12 | 10 |
| gates resized | 46 | 1 |
-- kinds of logic after synthesis --
group	share of synthesized area, %
fa+ha+maj	72.7
buf+inv	27.3
No activity file was given, so power comes from the tool's default toggle rates.
